==> flow/design.v <==
`timescale 1ns / 1ps
module DataMemory(Address, WriteData, Clk, MemWrite, MemRead, ReadData); 
    input [4:0] Address;    
    input [7:0] WriteData;  
    input Clk;
    input MemWrite;          
    input MemRead;           
    output reg[7:0] ReadData;  
    reg [7:0] Memory[0:31];     
    always @(posedge Clk) begin       
        if (MemWrite==1)
            Memory[Address] = WriteData;
    end
    always @(Address or MemRead) begin
        if (MemRead == 1)
            ReadData <= Memory[Address];     
    else
        ReadData <= 8'h00;
    end 
    initial begin
	    $readmemh("test_data2.txt", Memory);
    end
endmodule
==> flow/run.sh <==
#!/bin/bash
# OpenROAD 26Q1-2900-gdf79404cd8, Yosys 0.63+post, stock flow scripts
make -C /OpenROAD-flow-scripts/flow DESIGN_CONFIG=/design/flow/config.mk WORK_HOME=/design/flow/orfs finish
==> flow/config.mk <==
export PLATFORM = sky130hd
export DESIGN_NAME = DataMemory
export DESIGN_NICKNAME = DataMemory
export VERILOG_FILES = /design/flow/design.v
export SDC_FILE = /design/flow/constraint.sdc
export NUM_CORES = 4
export LEC_CHECK = 1
export CORE_UTILIZATION = 50
export SYNTH_HDL_FRONTEND = slang
==> flow/constraint.sdc <==
current_design DataMemory

set clk_period 2.3
set clk_io_pct 0.2

create_clock -name clk0 -period $clk_period [get_ports {Clk}]

set non_clock_inputs [all_inputs -no_clocks]
set_input_delay [expr $clk_period * $clk_io_pct] -clock clk0 $non_clock_inputs
set_output_delay [expr $clk_period * $clk_io_pct] -clock clk0 [all_outputs]
==> results_dict.tcl <==
# metrics dict for downstream scripts
set metrics [dict create \
    p_leak_uw 0.00465 \
    ys_seq_frac 0.761 \
    grt_pass1_vias 6019 \
    swShare 0.195 \
    pwr-share-clk 0.431 \
    grt-ovfl-total 0 \
    outcome "complete, but fails checks" \
    maxSlewViolCount 0 \
    routed_wl_microns 23300 \
    slew_headroom 0.688 \
    fin_crit_ns 2.57 \
    setup_ws_ns -0.274 \
    arrival_ns 2.11 \
    path_cells "buf_8 > buf_6 > buf_6 > or4b_4 > buf_12 > buf_8 > o22ai_4 > nor4_2 > a21boi_1 > buf_2" \
    clock_sinks 256 \
    worst_slew_pin_slew_ns 0.455 \
    vias 5739 \
    grt_max_degree 33 \
    p_seq_frac 0.505 \
    power.switching_uw 2010 \
    ant_nets 0 \
    tns_ns -1.65 \
    slowest_stage "or4b_4" \
    yosys_area_sq_um 10100 \
    syn_inst 568 \
    cp-end-kind "output pin" \
    syn_area_sq_um 10100 \
    syn_to_final_growth_pct 28.6 \
    fmax_ghz 0.389 \
    rsz0062_at_grt "yes" \
    yosysWarnings 0 \
    hold_path.class "input port to flip-flop" \
    dieArea_sq_um 20800 \
    rows 51 \
    cp.required_ns 1.84 \
    wl_met3_microns 3050 \
    cts_buffers 26 \
    nFillCells 1357 \
    cts-htree-levels 1 \
    drive_above_1_share 0.335 \
    violations "setup timing" \
    boundaryPins 24 \
    wl_met2_microns 11200 \
    hold_viol 0 \
    post-route-drc-count 0 \
    fp_util 0.514 \
    largest_reg_flops 256 \
    grt_use_total 0.261 \
    cts_tree "built" \
    dr.first_iter.drc_count 386 \
    critPathKind "input port to output pin" \
    ys_cells 568 \
    ys_seq_elements 256 \
    final-setup-viol-count 8 \
    synth.distinct_cells 24 \
    stage_log_warnings 27 \
    cpPeakStageDelay_ns 0.51 \
    grt_pass1_wl_microns 34600 \
    p_total_uw 10300 \
    wl_per_cell_microns 23.2 \
    power_density_nw_per_um2 793 \
    gp_congestion 0.899 \
    vdd_drop_max_uv 650 \
    intPower_uw 8290 \
    n_antenna_cell 0 \
    cp_max_fo 5 \
    vias_per_cell 5.71 \
    cap_violations 0 \
    met1_length_microns 8430 \
    finalCritPeriodShare 1.12 \
    die-width_microns 144 \
    clkSlewWorstSetupHoldPaths_ns 0.06 \
    avgSynthCellArea_sq_um 17.8 \
    start_kind "input port" \
    hpwl_microns 14800 \
    cts-root-buf "clkbuf_16" \
    routed.top_layer "met4" \
    antenna_found_initial 0 \
    core_area_sq_um 19700 \
    die-height_microns 144 \
    hold_buffers 0 \
    port_buffers 23 \
    firstDrtPassIters 5 \
    cts_buffer_depth 3 \
    p_comb_frac 0.064 \
    place_ws_ns -1.02 \
]
==> cell families after synthesis <==
kind of cell	synth area share
AND-OR/OR-AND	0.0456
AND/OR/NAND/NOR	0.0468
buffers and inverters	0.0193
multiplexers	0.127
flip-flops	0.761
==> timing repair <==
| item | in CTS | in global routing |
|---|---|---|
| pin swaps | 34 | 14 |
| setup endpoints to repair | 8 | 8 |
| gates cloned | 3 | 0 |
| gates resized | 120 | 22 |
| hold endpoints to repair | 0 | 0 |
| buffers inserted | 17 | 1 |
==> critical path: cells and delay by family <==
family / cells / cell delay (ns)
and+or+nand+nor: 2 / 0.58
buffers and inverters: 6 / 0.73
AOI/OAI and AO/OA: 2 / 0.33
==> worst paths after layout <==
check  slack [ns]        from     endpoint  cells after the start
max         -0.27  Address[3]  ReadData[4]                     10
min          0.70  Address[3]  Memory[231]                      5
==> cell type report <==
type | count | area (sq um) | share of cell area
Multi-Input combinational cell | 277 | 2690 | 0.207
Tap cell | 265 | 332 | 0.0255
Sequential cell | 256 | 7690 | 0.592
Clock buffer | 32 | 694 | 0.0535
Clock inverter | 14 | 223 | 0.0172
Timing Repair Buffer | 161 | 1360 | 0.105
==> power groups by stage <==
stage | registers (uW) | clock network (uW) | logic, uW
6_report | 5200 | 4440 | 662
5_1_grt | 5200 | 4710 | 708
4_1_cts | 5200 | 4510 | 644
==> per-stage QoR <==
| step | std cells | area, sq um | util | hold slack, ns |
|---|---|---|---|---|
| 2_1_floorplan | 568 | 10100 | - | 0.559 |
| 3_3_place_gp | 942 | 11400 | 0.581 | 1.32 |
| 3_5_place_dp | 942 | 11400 | 0.581 | 1.33 |
| 4_1_cts | 1007 | 12900 | 0.655 | 0.758 |
| 5_1_grt | 1005 | 13000 | 0.661 | 0.721 |
| 6_report | 1005 | 13000 | 0.661 | 0.704 |
==> synth_stat cells (all sizes together) <==
cell     number  area [sq um]
or4b          4          43.8
or3           1          6.26
nor2         29           109
nor4         16           100
or4bb         1          11.3
nand4         1          6.26
nand3         2          10.0
mux2i       128          1280
or4           1          11.3
nand4b        4          35.0
nand4bb       5          56.3
clkbuf        9          35.0
buf          26           160
nand2         2          7.51
edfxtp      256          7690
o22ai        64           400
a21boi        8          60.1
or3b          3          26.3
nor3          4          20.0
nand3b        4          30.0
==> layer usage <==
| metal | up-vias | track usage |
|---|---|---|
| li1 | 2615 | - |
| met2 | 256 | 0.389 |
| met5 | - | 0 |
| met4 | 0 | 0.0566 |
| met3 | 50 | 0.153 |
| met1 | 2818 | 0.359 |
==> layout by cell type (no fill, tap or decap), types with 3 or more instances in the layout <==
cell | synthesis | routed
nor4_4 | 0 | 6
edfxtp_1 | 256 | 256
buf_6 | 5 | 17
or4b_4 | 1 | 4
nand4b_1 | 4 | 4
clkinv_2 | 0 | 4
o22ai_1 | 64 | 37
buf_12 | 0 | 6
mux2i_1 | 128 | 120
or3b_1 | 3 | 3
nor3_1 | 4 | 4
bufinv_16 | 0 | 6
clkbuf_1 | 8 | 5
a21boi_1 | 8 | 7
o22ai_2 | 0 | 15
nor2_1 | 29 | 29
clkdlybuf4s50_1 | 0 | 10
o22ai_4 | 0 | 12
nor4_2 | 0 | 10
clkbuf_16 | 0 | 27
nand4bb_1 | 5 | 5
nand3b_1 | 4 | 4
mux2i_2 | 0 | 6
buf_4 | 0 | 114
buf_2 | 20 | 12
No activity file was given, so power comes from the tool's default toggle rates.
